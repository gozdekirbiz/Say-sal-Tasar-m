### ./design.v
module lab6_comparator(input [3:0]A,input [3:0]B,output u,output c);
wire [3:0] w1;
wire s2;
lab6_fourbitadder fba(A,B,1,w1,c);
or(s2,w1[0],w1[1],w1[2],w1[3]);
not(u,s2);
endmodule
module lab6_fourbitadder(
 input [3:0] A,
 input [3:0] B,
 input Cin,
 output [3:0] S,
 output Cout
 );
 wire w1,w2,w3;
 lab6_full_adder f1(A[0],B[0],Cin,S[0],w1);
 lab6_full_adder f2(A[1],B[1],w1,S[1],w2);
 lab6_full_adder f3(A[2],B[2],w2,S[2],w3);
 lab6_full_adder f4(A[3],B[3],w3,S[3],Cout);
endmodule
module lab6_full_adder( input A, input B,input Cin, output S,output Cout);
 wire wire1,wire2,wire3;
 lab6_halfadder half1(A,B,wire1,wire2);
 lab6_halfadder half2(wire1,Cin,S,wire3);
 or(Cout,wire2,wire3);
 endmodule
module lab6_halfadder(input a,input b,output s,output c);
  xor(s,a,b);
  and(c,a,b);
endmodule
### ./run.sh
#!/bin/bash
# OpenROAD 26Q1-2900-gdf79404cd8, Yosys 0.63+post, stock flow scripts
make -C /OpenROAD-flow-scripts/flow DESIGN_CONFIG=/design/flow/config.mk WORK_HOME=/design/flow/orfs finish
### ./config.mk
export PLATFORM = sky130hd
export DESIGN_NAME = lab6_comparator
export DESIGN_NICKNAME = lab6_comparator
export VERILOG_FILES = /design/flow/design.v
export SDC_FILE = /design/flow/constraint.sdc
export NUM_CORES = 4
export LEC_CHECK = 1
export CORE_AREA = 10 10 70 70
export DIE_AREA = 0 0 80 80
### ./constraint.sdc
current_design lab6_comparator

set clk_period 1.0
set clk_io_pct 0.2

create_clock -name clk0 -period $clk_period

set non_clock_inputs [all_inputs -no_clocks]
set_input_delay [expr $clk_period * $clk_io_pct] -clock clk0 $non_clock_inputs
set_output_delay [expr $clk_period * $clk_io_pct] -clock clk0 [all_outputs]
==> summary.txt <==
The synthesis and place-and-route flow finished, so here is a summary.

The portion of total power attributed to sequential cells is 0. The remaining design rule violation count came out at 0. The sort of element at the start of the critical path is a primary input.

The fraction of synthesized cell area taken by the top area cell type is 0.539. The share of total power dissipated in the clock network is 0. The post-CTS setup buffer count is 0. On the final layout, the worst hold slack is 0.941 ns. The final hold violation count recorded for this run is 0. The largest voltage drop on the vdd net is between 90 and 100 uV.

Setup repair after global routing could not meet its margin everywhere. The via count is a little under 100. In the post-route analysis, the smallest setup slack over all paths is -1.16 ns. The final reports fail on negative setup slack. The startpoint identified for the worst hold timing path is B[0]. The transition time of the tightest slew-check pin came out at approximately 0.097 ns.

The total design power came out at 100 uW. The instance tally after logic synthesis came out at 12. Summed over all routing layers, the global router reports a total usage of 0.0111. The I/O pin count came out at 10.

Endpoints with negative setup slack in the final report add up to 2. The detailed router reported a total wirelength of ~400 um. The final standard cell utilization of the core came out at 0.0912. On the critical path the data arrives at around 2.0 ns. The congestion estimate from routability-driven global placement came to 0.684. The sequential-to-total area share from yosys stat is 0. The final antenna diode count is 0.

The cell area after synthesis is around 110 um^2. Entering global routing, the biggest net connects 2 pins. The area taken by sequential standard cells is reported as 0 um^2. The die is roughly 80 um tall. The headroom to the max-slew limit came out at 0.935. According to the hold report, the worst path is of the in -> out type. STA puts the critical path data required time at around 0.8 ns. The internal power of the cells came out at between 60 and 70 uW. The sum of negative setup slack came out at -1.88 ns. The via count of the first global-routing pass is ~90. The areal power density over the cells came out at around 320 nW/um^2.

The warning total across the stage logs came out at 35. The type of element capturing the critical path is an output port. The placement report lists the number of port buffers as 10. Of the total power, combinational logic draws 1.000. The cell type that accounts for the most area after synthesis is sky130_fd_sc_hd__fa_1. For this run, the detailed router reports a per-instance via density of roughly 1.5. Per the cell usage report, the commonest logic cell in the layout is sky130_fd_sc_hd__clkdlybuf4s50_1. The area inside the core boundary is ~3400 um^2. In the final layout, the clock buffer count is 0. In this run the static leakage power is about 0.00011 uW. The number of antenna violations at the first check in global routing is 0.

The number of rows in the core area is 21. The final layout contains a sequential cell count of 0. The first-pass GRT wire length came out at between 500 and 600 um. The average wire length per cell after detail routing came out at between 5 and 6 um. The top fanout value on the critical path is 1. The net switching share of the total power came out at 0.360.

The capture endpoint of the worst hold path is u. The worst setup path is of the in -> out kind. The total die area came out at 6400 um^2. The max-cap check violation count came out at 0. The reported net switching power came out at between 30 and 40 uW. The top cell types in the final layout, fill and taps aside, are sky130_fd_sc_hd__clkdlybuf4s50_1 (4), sky130_fd_sc_hd__inv_2 (3), sky130_fd_sc_hd__fa_2 (3).

The cell total in the yosys stat output is 12. After synthesis, the mean cell area works out to 9.28 um^2. The run finished, with violations left.

The main area contributors are sky130_fd_sc_hd__fa_1 (54%), sky130_fd_sc_hd__inv_1 (24%), sky130_fd_sc_hd__and4bb_2 (11%). In this build the clock could be raised as far as 462 MHz. The pre-antenna-repair detailed-routing pass consisted of 2 iterations.

The detailed-placement wirelength estimate came out at 381 um. The starting density of the core is 0.0326. The count of routing violations after the opening detailed-route iteration is 2. In the final report, the number of pins over their slew limit comes to 0. The instance count along the most critical hold path is 5. The filler cells instantiated in the layout total just over 400. The aggregate global routing overflow came out at 0. The Yosys chip area came out at roughly 110 um^2. The layout summary lists the proportion of cells stronger than drive strength 1 as 0.636. The horizontal die dimension is around 80 um.

The period utilization is 2.16. The post-layout minimum cycle time came out at between 2 and 2.5 ns. The number of warning messages in the yosys log is 1. In this run the remaining antenna-violating nets after routing total 0. In this run the layout overhead on the synthesized area is reported as 180%. The distinct cell type count after synthesis is 4.
==> logic make-up (layout without fill, tap and decap cells) <==
group         count (synthesis)  after routing  share of synthesized area
buf+inv                       7             17                      0.236
fa+ha+maj                     4              4                      0.652
simple gates                  1              1                      0.112
==> per-stage QoR <==
| step | setup WS [ns] | area (um^2) | cells |
|---|---|---|---|
| 6_report | -1.16 | 312 | 68 |
| 5_1_grt | -1.22 | 312 | 68 |
| 4_1_cts | -1.30 | 304 | 68 |
| 3_5_place_dp | -2.03 | 307 | 68 |
| 3_3_place_gp | -2.01 | 307 | 68 |
| 2_1_floorplan | -0.889 | 149 | 12 |
==> worst max-delay path, stage by stage <==
cell	delay, ns
sky130_fd_sc_hd__buf_12	0.11
sky130_fd_sc_hd__inv_12	0.04
sky130_fd_sc_hd__ha_4	0.10
sky130_fd_sc_hd__inv_2	0.03
sky130_fd_sc_hd__fa_2	0.33
sky130_fd_sc_hd__fa_2	0.34
sky130_fd_sc_hd__inv_2	0.06
sky130_fd_sc_hd__fa_2	0.41
sky130_fd_sc_hd__and4bb_2	0.22
sky130_fd_sc_hd__buf_2	0.12
==> Yosys cell counts (all sizes together) <==
cell,instances
and4bb,1
fa,3
ha,1
inv,7
==> worst max path at each step <==
stage	cells after the start	startpoint	slack, ns	to
5_1_grt	10	A[0]	-1.22	u
6_report	10	A[0]	-1.16	u
4_1_cts	10	B[0]	-1.30	u
==> power by group through the flow <==
stage,Sequential [uW],Combinational (uW),Clock (uW)
finish,0,100,0
global route,0,113,0
CTS,0,102,0
==> layout make-up <==
type               count  area, um^2  share of cell area
well taps             46        57.6               0.185
repair buffers        10         105               0.337
inverters              7        43.8               0.141
multi-input cells      5         105               0.337
==> what timing repair did <==
| action | in CTS | in global routing |
|---|---|---|
| pin swaps | 5 | 4 |
| gates resized | 24 | 5 |
| endpoints found under the hold margin | 0 | 0 |
| hold buffers | 0 | 0 |
| setup endpoints to repair | 2 | 2 |
==> routing by layer <==
metal / vias up / global-route usage / share of wire
met5: - / 0 / 0
li1: 52 / - / -
met1: 38 / 0.0207 / 0.59
met3: 0 / 0.00682 / 0.17
met2: 9 / 0.00883 / 0.24
met4: 0 / 0 / 0
Power is estimated from default activity; no workload was simulated.
