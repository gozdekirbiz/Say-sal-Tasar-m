==> /design/flow/design.v <==
module lab7_decoder(output [3:0] out,input E, input [1:0] in);
 wire in_0_not,in_1_not;
 wire [3:0] w;
 not(in_0_not,in[0]);
 not(in_1_not,in[1]);
 and(w[0],in_1_not,in_0_not);
 and(w[1],in_1_not,in[0]);
 and(w[2],in[1],in_0_not);
 and(w[3],in[1],in[0]); 
 and(out[0],E,w[0]);
 and(out[1],E,w[1]);
 and(out[2],E,w[2]);
 and(out[3],E,w[3]);
endmodule
module lab7_decoder3x8 (output[7:0] Y, input E, input [2:0] A);
wire A_2_not,exp1,exp2;
not(A_2_not,A[2]);
and(exp2,E,A_2_not);
and(exp1,E,A[2]);
lab7_decoder dec0(Y[3:0],exp2,A[1:0]);
lab7_decoder dec1(Y[7:4],exp1,A[1:0]);
endmodule
module lab7_decoder4x16( output[15:0] Z, input [3:0]B);
wire B_3_not;
not(B_3_not,B[3]);
lab7_decoder3x8 dec2(Z[7:0],B_3_not,B[2:0]);
lab7_decoder3x8 dec3(Z[15:8],B[3],B[2:0]);
endmodule
==> /design/flow/run.sh <==
#!/bin/bash
# OpenROAD 26Q1-2900-gdf79404cd8, Yosys 0.63+post, stock flow scripts
make -C /OpenROAD-flow-scripts/flow DESIGN_CONFIG=/design/flow/config.mk WORK_HOME=/design/flow/orfs finish
==> /design/flow/config.mk <==
export PLATFORM = sky130hd
export DESIGN_NAME = lab7_decoder4x16
export DESIGN_NICKNAME = lab7_decoder4x16
export VERILOG_FILES = /design/flow/design.v
export SDC_FILE = /design/flow/constraint.sdc
export NUM_CORES = 4
export LEC_CHECK = 1
export CORE_AREA = 10 10 70 70
export DIE_AREA = 0 0 80 80
==> /design/flow/constraint.sdc <==
current_design lab7_decoder4x16

set clk_period 1.0
set clk_io_pct 0.2

create_clock -name clk0 -period $clk_period

set non_clock_inputs [all_inputs -no_clocks]
set_input_delay [expr $clk_period * $clk_io_pct] -clock clk0 $non_clock_inputs
set_output_delay [expr $clk_period * $clk_io_pct] -clock clk0 [all_outputs]
==> impl_metrics.toml <==
# flow metrics
[status]
status = "finished with violations"
violations = "negative setup slack"

[synth]
ys_top_logic_family = "simple AND/OR/NAND/NOR gates"
largest_area_cell = "nor4b_4"
ys.warnings.count = 0
yosys.area_share.adder_pct = 0
yosysSeqAreaShare_pct = 0
netlist_area_um2 = 277
area_leaders = "nor4b_4 34%, and4bb_1 23%, buf_6 16%"
mux_share_pct = 0
simple_gate_share_pct = 83.7
ys_cells = 20
syn_avg_cell_area_um2 = 13.8
netlist_top_cells_count = "5 x and4bb_1, 4 x and4b_1, 4 x buf_6, 4 x nor4b_4"
synth_cell_types = 7
synthXorXnorAreaFrac_pct = 0
ys_sh_aoi_pct = 0
postSynthCellCount = 20
synth-area-yosys_um2 = 277
top_cell = "and4bb_1"
synth_top_area_share_pct = 34.4

[worst_setup_path]
required_ns = 0.80
critPathSlowestCell = "nor4_2"
cp_data_arrival_time_ns = 0.94
path_buffers = 4
path_cells = "buf_8, buf_16, buf_6, nor4_2, buf_2"
crit_family = "buffers and inverters"
startpoint_type = "input pin"
cpPeakStageDelay_ns = 0.25
crit_fanout = 7
worstSetupPathType = "in2out"
crit_path_end_kind = "output pin"
crit_cells = 5

[grt]
grt-ovfl-total = 0
grt_pass1_vias = 348
grt_pass1_wl_mm = 2.03
antenna_found_initial = 0
grt_max_degree = 9
grtUsageTotal_pct = 3.90

[die]
coreArea_mm2 = 0.00342
die_area_mm2 = 0.00640
rows = 21
fp_util_pct = 8.10
dieWidth_um = 80
dieHeight_um = 80
num_io_pins = 20

[route]
wirelength_mm = 1.28
ant_nets = 0
routed_via_density = 3.20
antenna_cells = 0
vias = 320
drt_first_pass_iters = 2
wire_per_inst_um = 12.8
drtIter0Drc = 1
drc = 0

[job]
maxCapViolations = 0
warning_count = 34

[layout]
fin_util_pct = 21.1
n_clock_buffer = 0
fillCellCount = 382
area_growth_pct = 160
final_layout_size_suffix_gt1_share_pct = 81.5
seq_area_um2 = 0
ff_count = 0

[power]
power_leakage_nw = 0.355
power_density_mw_per_mm2 = 343
power_uw = 247
vdd_ir_drop_max_v = 0.0000973

[sta]
setup_ws_ns = -0.136
setup_viol = 13
hold_violations = 0
max_freq_mhz = 880
fin_crit_ns = 1.14
maxSlewViolCount = 0
finalCritPeriodShare_pct = 114
tightest_slew_ns = 0.197
slew_headroom_pct = 86.8
rsz0062_at_grt = "yes"

[placed_design]
io_buffer_count = 20
dp_hpwl_um = 773
gp_congestion = 0.688

[hold_path]
hold_path_depth = 4
hold_class = "in2out"

[cts]
hold_buffers = 0
through the flow:
stage | setup TNS (ns) | worst slack (ns) | instances | area, um^2 | hold WS, ns
3_3_place_gp | -12.24 | -0.790 | 86 | 569 | 1.51
5_1_grt | -1.53 | -0.201 | 100 | 719 | 0.770
4_1_cts | -1.10 | -0.137 | 99 | 714 | 0.747
6_report | -1.00 | -0.136 | 100 | 719 | 0.743
2_1_floorplan | 0 | 0.255 | 20 | 277 | 0.534
3_5_place_dp | -12.35 | -0.799 | 86 | 569 | 1.52
layout make-up:
| type | count | area, um^2 | share of cell area [%] |
|---|---|---|---|
| timing repair buffer | 38 | 430 | 59.8 |
| multi-input combinational | 16 | 231 | 32.2 |
| tap | 46 | 57.6 | 8.00 |
cells in the final DEF (no fill, tap or decap):
master    instances
and4bb_2          1
buf_16            3
buf_6             6
buf_8             7
and4_1            1
and4bb_1          5
and4b_1           4
clkbuf_2          1
buf_2            15
nor4_2            1
buf_4             2
buf_12            4
nor4b_4           4
power by group:
group / internal (mW) / switching (mW) / leakage, nW
registers: 0 / 0 / 0
logic: 0.166 / 0.0806 / 0.355
clock network: 0 / 0 / 0
total: 0.166 / 0.0806 / 0.355
worst min-delay path, stage by stage:
cell and delay [ns]:
buf_8 0.09, buf_16 0.11, nor4b_4 0.04, buf_2 0.11
timing repair:
item,in CTS,in global routing
setup buffers,10,2
gates cloned,3,0
pin swaps,13,6
resized,89,5
endpoints found under the setup margin,16,14
cell families after synthesis:
kind of cell	after synthesis
buffers and inverters	4
and+or+nand+nor	16
per-layer routing:
metal	global-route usage (%)	part of all wire [%]	vias up
li1	-	-	161
met1	4.68	39	151
met2	7.30	55	8
met3	0.795	5.6	0
met4	0	0	0
met5	0	0	-
path summary, 6_finish.rpt:
| kind | startpoint | to | slack (ns) |
|---|---|---|---|
| max | B[0] | Z[0] | -0.14 |
| min | B[3] | Z[2] | 0.74 |
Power is estimated from default activity; no workload was simulated.
