--- flow/constraint.sdc ---
current_design a_ud_counter

set clk_period 1.0
set clk_io_pct 0.2

create_clock -name clk0 -period $clk_period [get_ports {clk}]

set non_clock_inputs [all_inputs -no_clocks]
set_input_delay [expr $clk_period * $clk_io_pct] -clock clk0 $non_clock_inputs
set_output_delay [expr $clk_period * $clk_io_pct] -clock clk0 [all_outputs]
--- flow/run.sh ---
#!/bin/bash
# OpenROAD 26Q1-2900-gdf79404cd8, Yosys 0.63+post, stock flow scripts
make -C /OpenROAD-flow-scripts/flow DESIGN_CONFIG=/design/flow/config.mk WORK_HOME=/design/flow/orfs finish
--- flow/design.v ---
module JK_FF ( input J, K, Clk, output reg Q, output Q_b);
assign Q_b = ~ Q ;
always @ ( posedge Clk)
case ({J,K})
 2'b00: Q <= Q;
 2'b01: Q <= 1'b0;
 2'b10: Q <= 1'b1;
 2'b11: Q <= !Q;
endcase
endmodule
module a_ud_counter(input control,input j,input k,input clk,output [3:0]q,output [3:0]qb);
wire control_not;
not(control_not,control);
wire a,b,c;
JK_FF jk1(j,k,clk,q[0],qb[0]);
araislem a1(control,control_not,q[0],qb[0],a);
JK_FF jk2(j,k,a,q[1],qb[1]);
araislem a2(control,control_not,q[1],qb[1],b);
JK_FF jk3(j,k,a,q[2],qb[2]);
araislem a3(control,control_not,q[2],qb[2],c);
JK_FF jk4(j,k,a,q[3],qb[3]);
endmodule
module araislem(input c,input c_not,input q,input qbar,output o);
wire d,e;
and(d,c_not,q);
and(e,c,qb);
or(o,d,e);
endmodule
--- flow/config.mk ---
export PLATFORM = sky130hd
export DESIGN_NAME = a_ud_counter
export DESIGN_NICKNAME = a_ud_counter
export VERILOG_FILES = /design/flow/design.v
export SDC_FILE = /design/flow/constraint.sdc
export NUM_CORES = 4
export LEC_CHECK = 1
export CORE_AREA = 10 10 70 70
export DIE_AREA = 0 0 80 80
==> run notes <==
Summary of implementation figures.

Status
The run finished with clean final reports.

Power
In this run the VDD rail shows a maximum IR drop of 260.6 uV. The fraction of power spent switching nets is 17.88%. Per report_power, the clock group accounts for 0% of the total. The share of total power dissipated in combinational logic is 44.0%. The internal power of the cells totals 110.0 uW. In this run the power spent charging and discharging nets is 23.95 uW. The leakage power is 0.0001391 uW.

The power report attributes to the sequential group a share of 56.0%. The power density normalized to cell area is 365.4 nW/um^2.

Floorplan
The height of the die is 80 um. After floorplanning, the core was sized to cover 3416 sq um. Before placement the cells fill 7.070% of the core. The standard-cell row count is 21.

Per the OpenROAD floorplan log, the area of the die is 6400 sq um. Pin placement for this block handled 12 I/O pins. The floorplan die width is 80 um.

Worst setup path
The number of cells traversed by the worst register-to-register path is 1. The critical path capture point type is a register. The slowest cell on the critical path is sky130_fd_sc_hd__dlygate4sd2_1. Per the post-run analysis, buffers plus inverters along the critical path come to 1. The data arrival time at the worst-slack endpoint is 0.70 ns.

At the worst endpoint, the required time is 0.75 ns. The largest fanout on the critical path is 3. The worst setup path is launched from an input pin. The critical path goes through dlygate4sd2_1, or2_1. The peak per-stage delay on the critical path is 0.26 ns. The kind of cell adding the most delay to the critical path is buffers and inverters.

The worst setup path is of the in2reg kind. The number of cells on the critical path is 2.

Global route
The sum of overflow across all layers after global routing is 0. The number of global-route vias before repair came to 174. The first global-routing pass estimated 772 um of wire. Entering global routing, the biggest net connects 5 pins.

The number of antenna violations at the first check in global routing is 0. Global routing consumed, over all layers together, 1.442% of the routing resources.

Timing
The final clock skew is 0 ns. The timer found 3 register pins that no clock reaches; their paths are not timed. The final count of hold timing violations is 0.

The slew at the pin with the worst max-slew slack is 0.1616 ns. Across all setup checks in the final design, the least slack found is 0.04872 ns. In this run the tightest slew margin relative to its limit is 89.20%. The final tally of max-slew violations is 0.

The period utilization is 95.13%. The smallest clock period supported by the final layout is computed as 0.9513 ns. Setup total negative slack on the finished layout was measured at 0 ns. 12 endpoints have no timing constraint.

Setup repair after global routing left no endpoint under its margin. Derived from the worst setup path, the maximum achievable clock frequency is 1051 MHz. The number of setup violations in the final report is 0.

Finish
The fraction of layout instances using a drive strength above 1 is 14.29%. Cells fill 10.73% of the core in the end. The area growth from synthesis to final layout is 51.81%.

The register cell area after layout is 120.1 sq um. The count of cells in the finished layout, fillers not included, comes to 74. After routing the design area is 366.6 sq um.

The multi-input combinational cells in the finished layout cover a total of 46.29 sq um. The final layout report lists a filler cell count of 403.

Placed design
The placed instances occupy a cell area of 371.6 sq um. The number of input and output port buffers inserted is 11. Per the placement report, the placed cell count is 74. After its last routability iteration, the placer logged a weighted congestion of 0.6749.

The worst setup slack before clock tree synthesis is -0.1387 ns.

Synth
The yosys synthesis warning count is 3. The count of cell types in the netlist is 7. The yosys stat chip area is 241.5 sq um. Counting flops and latches in the post-synthesis netlist gives 4. The summed instance area of the synthesized netlist is 241.5 sq um. The synthesized netlist handed to floorplanning was reported with a cell count of 22.

The post-synthesis cell count from yosys is 22. In this run the mean area of a mapped cell was 10.98 sq um. The share of synthesized area occupied by flip-flops and latches is 49.74%.

Drt
For this block, the initial DRC count from the detailed router was 6. The overall via count from detail_route is 154. TritonRoute reported its final design rule violation total as 0. The final antenna diode count is 0. Using the TritonRoute via totals, the vias-per-cell ratio works out to 2.081. The wire length per cell is 6.284 um. The total length of routed wires is 465 um. The number of optimization iterations in the first detailed-route pass is 2. The post-detailed-route count of antenna-violating nets is 0.

Flow run
The number of maximum-capacitance constraint violations is 0. Across all stage logs, warnings added up to 28.

Worst hold path
Checking hold timing, the worst path is listed with class reg2reg. Counting instances, the worst hold path has a depth of 1.

Clock tree
The hold buffer count at CTS is 0. The post-CTS clock slew at the launch and capture registers of the worst setup and hold paths is 0 ns. The clock insertion delay at the later pin of the skew report is 0 ns.
==> registers in the layout, summed over array words and instances, names as in the netlist <==
signal and cells:
jk2.Q 1, jk1.Q 1, jk4.Q 1, jk3.Q 1
==> path summary, 6_finish.rpt <==
kind	start	slack, ns	end
worst max register to register	jk1.Q$_DFFE_PP_	0.31	jk1.Q$_DFFE_PP_
worst min-delay path	jk1.Q$_DFFE_PP_	0.61	jk1.Q$_DFFE_PP_
worst max-delay path	k	0.05	jk1.Q$_DFFE_PP_
worst min register to register	jk1.Q$_DFFE_PP_	0.61	jk1.Q$_DFFE_PP_
==> logic make-up after synthesis <==
logic type	count (synthesis)	synth area share (%)
AND/OR/NAND/NOR	2	5.185
flip-flops	4	49.74
buffers and inverters	12	31.09
AND-OR/OR-AND	4	13.99
==> through the flow <==
| stage | hold slack (ns) | total power, uW |
|---|---|---|
| floorplan | 0.4139 | 104.4 |
| global placement | 0.6096 | 140.7 |
| detailed placement | 0.6220 | 143.4 |
| CTS | 0.6187 | 136.2 |
| global route | 0.6430 | 143.6 |
| finish | 0.6106 | 133.9 |
==> synthesized netlist by cell type, drive strengths merged <==
cell	n	area (sq um)
or2	1	6.260
inv	4	15.01
nor2b	1	6.260
a21boi	4	33.78
edfxtp	4	120.1
buf	8	60.06
==> cells in the final DEF (no fill, tap or decap) <==
master,count
sky130_fd_sc_hd__edfxtp_1,4
sky130_fd_sc_hd__dlygate4sd2_1,4
sky130_fd_sc_hd__inv_1,4
sky130_fd_sc_hd__clkdlybuf4s50_1,7
sky130_fd_sc_hd__a21boi_1,3
sky130_fd_sc_hd__buf_4,3
sky130_fd_sc_hd__a21boi_2,1
sky130_fd_sc_hd__or2_1,1
sky130_fd_sc_hd__nor2b_1,1
==> power by group through the flow <==
stage / Combinational [uW] / Sequential, uW / Clock (uW)
after CTS: 60.5 / 75.7 / 0
after global routing: 66.8 / 76.8 / 0
final: 58.9 / 75.0 / 0
==> layout make-up <==
type | count | area share, %
tap | 46 | 15.70
sequential | 4 | 32.76
inverter | 4 | 4.096
multi-input combinational | 6 | 12.63
timing repair buffer | 14 | 34.81
==> layer usage <==
layer  global-route usage (%)  wire length (um)  up-vias
met4                        0                 0        0
met2                    1.846               109       12
met3                    1.023               122        0
met5                        0                 0        -
li1                         -                 -       76
met1                    2.019               233       66
==> repair_timing <==
| action | CTS | global route |
|---|---|---|
| setup endpoints to repair | 4 | 0 |
| buffers inserted | 0 | 0 |
| resized | 4 | 0 |
Power figures rest on the tool's default switching activity, not on a simulated workload.
